===== run.sh =====
#!/bin/bash
# OpenROAD 26Q1-2900-gdf79404cd8, Yosys 0.63+post, stock flow scripts
make -C /OpenROAD-flow-scripts/flow DESIGN_CONFIG=/design/flow/config.mk WORK_HOME=/design/flow/orfs finish

===== config.mk =====
export PLATFORM = sky130hd
export DESIGN_NAME = mux_4x1_32bit
export DESIGN_NICKNAME = mux_4x1_32bit
export VERILOG_FILES = /design/flow/design.v
export SDC_FILE = /design/flow/constraint.sdc
export NUM_CORES = 4
export LEC_CHECK = 1
export CORE_AREA = 10 10 95 95
export DIE_AREA = 0 0 105 105

===== constraint.sdc =====
current_design mux_4x1_32bit

set clk_period 1.5
set clk_io_pct 0.2

create_clock -name clk0 -period $clk_period

set non_clock_inputs [all_inputs -no_clocks]
set_input_delay [expr $clk_period * $clk_io_pct] -clock clk0 $non_clock_inputs
set_output_delay [expr $clk_period * $clk_io_pct] -clock clk0 [all_outputs]

===== design.v =====
module mux_2x1_1bit(in_1,in_2,select_line,out_data);
  input in_1,in_2,select_line;
  output out_data;
  wire in_1,in_2,select_line,out_data,out_1,out_2;
  and and_1(out_1,in_1,~select_line);
  and and_2(out_2,in_2,select_line);
  or final_or(out_data,out_1,out_2);
endmodule
module mux_2x1_32bit(in_data1,in_data2,select,out_data);
  input [31:0] in_data1,in_data2;
  input select;
  output [31:0] out_data;
  wire [31:0] in_data1,in_data2,out_data;
  wire select;
  mux_2x1_1bit mux31(.in_1(in_data1[31]),.in_2(in_data2[31]),.select_line(select),.out_data(out_data[31]));
  mux_2x1_1bit mux30(.in_1(in_data1[30]),.in_2(in_data2[30]),.select_line(select),.out_data(out_data[30]));
  mux_2x1_1bit mux29(.in_1(in_data1[29]),.in_2(in_data2[29]),.select_line(select),.out_data(out_data[29]));
  mux_2x1_1bit mux28(.in_1(in_data1[28]),.in_2(in_data2[28]),.select_line(select),.out_data(out_data[28]));
  mux_2x1_1bit mux27(.in_1(in_data1[27]),.in_2(in_data2[27]),.select_line(select),.out_data(out_data[27]));
  mux_2x1_1bit mux26(.in_1(in_data1[26]),.in_2(in_data2[26]),.select_line(select),.out_data(out_data[26]));
  mux_2x1_1bit mux25(.in_1(in_data1[25]),.in_2(in_data2[25]),.select_line(select),.out_data(out_data[25]));
  mux_2x1_1bit mux24(.in_1(in_data1[24]),.in_2(in_data2[24]),.select_line(select),.out_data(out_data[24]));
  mux_2x1_1bit mux23(.in_1(in_data1[23]),.in_2(in_data2[23]),.select_line(select),.out_data(out_data[23]));
  mux_2x1_1bit mux22(.in_1(in_data1[22]),.in_2(in_data2[22]),.select_line(select),.out_data(out_data[22]));
  mux_2x1_1bit mux21(.in_1(in_data1[21]),.in_2(in_data2[21]),.select_line(select),.out_data(out_data[21]));
  mux_2x1_1bit mux20(.in_1(in_data1[20]),.in_2(in_data2[20]),.select_line(select),.out_data(out_data[20]));
  mux_2x1_1bit mux19(.in_1(in_data1[19]),.in_2(in_data2[19]),.select_line(select),.out_data(out_data[19]));
  mux_2x1_1bit mux18(.in_1(in_data1[18]),.in_2(in_data2[18]),.select_line(select),.out_data(out_data[18]));
  mux_2x1_1bit mux17(.in_1(in_data1[17]),.in_2(in_data2[17]),.select_line(select),.out_data(out_data[17]));
  mux_2x1_1bit mux16(.in_1(in_data1[16]),.in_2(in_data2[16]),.select_line(select),.out_data(out_data[16]));
  mux_2x1_1bit mux15(.in_1(in_data1[15]),.in_2(in_data2[15]),.select_line(select),.out_data(out_data[15]));
  mux_2x1_1bit mux14(.in_1(in_data1[14]),.in_2(in_data2[14]),.select_line(select),.out_data(out_data[14]));
  mux_2x1_1bit mux13(.in_1(in_data1[13]),.in_2(in_data2[13]),.select_line(select),.out_data(out_data[13]));
  mux_2x1_1bit mux12(.in_1(in_data1[12]),.in_2(in_data2[12]),.select_line(select),.out_data(out_data[12]));
  mux_2x1_1bit mux11(.in_1(in_data1[11]),.in_2(in_data2[11]),.select_line(select),.out_data(out_data[11]));
  mux_2x1_1bit mux10(.in_1(in_data1[10]),.in_2(in_data2[10]),.select_line(select),.out_data(out_data[10]));
  mux_2x1_1bit mux09(.in_1(in_data1[09]),.in_2(in_data2[09]),.select_line(select),.out_data(out_data[09]));
  mux_2x1_1bit mux08(.in_1(in_data1[08]),.in_2(in_data2[08]),.select_line(select),.out_data(out_data[08]));
  mux_2x1_1bit mux07(.in_1(in_data1[07]),.in_2(in_data2[07]),.select_line(select),.out_data(out_data[07]));
  mux_2x1_1bit mux06(.in_1(in_data1[06]),.in_2(in_data2[06]),.select_line(select),.out_data(out_data[06]));
  mux_2x1_1bit mux05(.in_1(in_data1[05]),.in_2(in_data2[05]),.select_line(select),.out_data(out_data[05]));
  mux_2x1_1bit mux04(.in_1(in_data1[04]),.in_2(in_data2[04]),.select_line(select),.out_data(out_data[04]));
  mux_2x1_1bit mux03(.in_1(in_data1[03]),.in_2(in_data2[03]),.select_line(select),.out_data(out_data[03]));
  mux_2x1_1bit mux02(.in_1(in_data1[02]),.in_2(in_data2[02]),.select_line(select),.out_data(out_data[02]));
  mux_2x1_1bit mux01(.in_1(in_data1[01]),.in_2(in_data2[01]),.select_line(select),.out_data(out_data[01]));
  mux_2x1_1bit mux00(.in_1(in_data1[00]),.in_2(in_data2[00]),.select_line(select),.out_data(out_data[00]));
endmodule
module mux_4x1_32bit(in1,in2,in3,in4,select,out_data);
  input wire [31:0] in1,in2,in3,in4;
  input wire [1:0] select;
  output wire [31:0] out_data;
  wire [31:0] w1,w2;
  mux_2x1_32bit mux1(in1,in2,select[0],w1);
  mux_2x1_32bit mux2(in3,in4,select[0],w2);
  mux_2x1_32bit mux3(w1,w2,select[1],out_data);
endmodule

==> job_summary.md <==
## PnR job results

| Metric | Value |
|---|---|
| Outcome | `finished clean` |
| Post-layout min period | `1.491 ns` |
| Standby leakage power | `1.114 nW` |
| # diodes | `0` |
| Aoi share | `0` |
| Most frequent cells in the layout | `dlygate4sd2_1, mux4_2, buf_2` |
| Remaining antenna violation count | `0` |
| RSZ-0062 raised after global routing | `yes` |
| Iter 0 DRT Violations | `10` |
| Placed Cells | `295` |
| CLK BUF | `0` |
| Cell type with the largest total area | `mux4_2` |
| Post-route setup TNS | `0 ns` |
| Max rail drop VDD | `0.06853 mV` |
| Overflow after GRT | `0` |
| Placed Area | `0.002527 sq mm` |
| Yosys chip area | `0.001055 sq mm` |
| Worst-margin pin slew | `0.1107 ns` |
| Std cell rows | `30` |
| Dominant kind of combinational cell | `multiplexers` |
| OpenROAD warning count | `34` |
| First-pass GRT wire length | `9.121 mm` |
| Xor+xnor area frac | `0` |
| Area Growth Syn to Fin | `122.2%` |
| Slew margin rel. | `0.9262` |
| Placer Congestion | `0.7554` |
| Initial antenna violation count | `0` |
| Fa+ha+maj area frac | `0` |
| Layout cells sized above 1 | `0.3695` |
| WL final | `5.989 mm` |
| Core Area | `0.006907 sq mm` |
| Drt pass-1 iters | `4` |
| Cell Type Count | `6` |
| CP endpoint kind | `primary output` |
| Vias in the first global route | `1352` |
| MaxCap Viol Count | `0` |
| Seq cells | `0` |
| Ys Warns | `0` |
| Drt via density | `4.033` |
| Wire per inst | `20.03 microns` |
| Worst endpoint required time | `1.20 ns` |
| Via count | `1206` |
| Tot GR Track Use | `0.1073` |
| Final period util | `0.9942` |
| Fin. max-slew vios | `0` |
| Post-DP HPWL | `4.991 mm` |
| Cell area leaders | `mux4_2, buf_4, buf_12, mux4_1, buf_2` |
| Hold-fix buffers, CTS | `0` |
| Post-Syn Instances | `71` |
| Hold_sp | `in4[4]` |
| Final setup violation count | `0` |
| Hold Path Depth | `3` |
| Largest net degree at the start of global routing | `17` |
| MUX area fraction | `0.6904` |
| CP Class | `input port to primary output` |
| Chip area | `0.01103 sq mm` |
| Worst endpoint data arrival time | `1.19 ns` |
| Peak fanout along the critical path | `6` |
| PortBufs | `162` |
| Final core occ | `0.3393` |
| Hold Vio Cnt, Final | `0` |
| Fmax | `670.5 MHz` |
| Sequential area share after synthesis | `0` |
| Post-route DRC | `0` |
| Reg area | `0 sq um` |
| Die Height | `105 microns` |
| Critical Path Source Type | `input port` |
| Min-Delay Path Class | `input port to primary output` |
| Synthesized cell area | `0.001055 sq mm` |
| Die Wd | `105 microns` |
| Ports | `162` |
| Power Total | `0.5530 mW` |
| Yosys cell count | `71` |
| Synth top area share | `0.6406` |
| Commonest Layout Cell | `dlygate4sd2_1` |
| Final std cell area, no fill | `0.002344 sq mm` |
| Hold Path End | `out_data[4]` |
| FP Core Util | `0.1527` |
| Syn avg cell area | `14.86 sq um` |
| Post-Layout Cell Count | `299` |
| Pwr dens | `236.0 mW/mm^2` |
| Simple Share, Synth | `0` |
synthesized netlist by cell type:
cell	count
buf_6	1
buf_2	3
mux4_1	2
buf_12	3
buf_4	32
mux4_2	30
cells by family after synthesis:
group                  count (synthesis)
multiplexers                          32
buffers and inverters                 39
metal layers:
layer  GRT usage  wire (microns)  up-vias
li1            -               -      540
met1      0.1375            2405      580
met2      0.1802            2994       86
met3     0.04037             589        0
met4           0               0        0
met5           0               0        -
metrics by stage:
step | hold slack [ns] | setup WS [ns]
after detailed placement | 1.602 | -0.6243
after CTS | 1.084 | -0.008480
after global placement | 1.600 | -0.6190
final | 1.081 | 0.008653
after global routing | 1.098 | -0.03326
after floorplan | 0.8005 | 0.02877
final cells by class:
class / count / area (sq um)
multi-input combinational: 32 / 720.7
tap: 96 / 120.1
timing repair buffer: 171 / 1503
fill: 775 / 4563
worst max-delay path by stage:
stage,end,slack (ns),startpoint
6_report,out_data[31],0.009,select[0]
4_1_cts,out_data[31],-0.008,select[0]
5_1_grt,out_data[31],-0.03,select[0]
power breakdown:
group	internal (mW)	switching [mW]	total, mW
Clock	0	0	0
Sequential	0	0	0
Combinational	0.415	0.139	0.553
worst max-delay path, cell delays in order:
cell    delay, ns
buf_12       0.12
buf_12       0.13
mux4_2       0.50
buf_2        0.14
what timing repair did:
action	4_1_cts	5_1_grt
gates cloned	4	0
gates resized	245	0
endpoints found under the setup margin	32	29
buffers inserted	0	0
Power figures rest on the tool's default switching activity, not on a simulated workload.
