`./config.mk`:
```
export PLATFORM = sky130hd
export DESIGN_NAME = id_alu_pipeline_reg
export DESIGN_NICKNAME = id_alu_pipeline_reg
export VERILOG_FILES = /design/flow/design.v
export SDC_FILE = /design/flow/constraint.sdc
export NUM_CORES = 4
export LEC_CHECK = 1
export CORE_AREA = 10 10 227 227
export DIE_AREA = 0 0 237 237
```
`./constraint.sdc`:
```
current_design id_alu_pipeline_reg

set clk_period 1.0
set clk_io_pct 0.2

create_clock -name clk0 -period $clk_period [get_ports {clock}]

set non_clock_inputs [all_inputs -no_clocks]
set_input_delay [expr $clk_period * $clk_io_pct] -clock clk0 $non_clock_inputs
set_output_delay [expr $clk_period * $clk_io_pct] -clock clk0 [all_outputs]
```
`./design.v`:
```
module id_alu_pipeline_reg (clock,freeze,exec_control_in,mem_control_in,wb_control_in,rs1_in,rs2_in,rs3_in,rs4_in,
  wb_add_in,base_reg_add_in,imm_12bit_upper_in,imm_12bit_lower_in,exec_control,mem_control,wb_control,rs1,rs2,rs3,
  rs4,wb_add,base_reg_add,imm_12bit_upper,imm_12bit_lower);
  parameter exec_control_width=10;
  parameter mem_control_width=7;
  parameter wb_control_width=2;
  input wire clock,freeze;
  input wire [exec_control_width-1:0] exec_control_in;
  input wire [mem_control_width-1:0] mem_control_in;
  input wire [wb_control_width-1:0] wb_control_in;
  input wire [31:0] rs1_in,rs2_in,rs3_in,rs4_in;
  input wire [3:0] wb_add_in,base_reg_add_in;
  input wire [11:0] imm_12bit_upper_in,imm_12bit_lower_in;
  output wire [exec_control_width-1:0] exec_control;
  output wire [mem_control_width-1:0] mem_control;
  output wire [wb_control_width-1:0] wb_control;
  output wire [31:0] rs1,rs2,rs3,rs4;
  output wire [3:0] wb_add,base_reg_add;
  output wire [11:0] imm_12bit_upper,imm_12bit_lower;
  reg [exec_control_width-1:0] exec_control_reg;
  reg [mem_control_width-1:0] mem_control_reg;
  reg [wb_control_width-1:0] wb_control_reg;
  reg [31:0] rs1_reg,rs2_reg,rs3_reg,rs4_reg;
  reg [3:0] wb_add_reg,base_reg_add_reg;
  reg [11:0] imm_12bit_upper_reg,imm_12bit_lower_reg;
  initial
  begin
    exec_control_reg=0;
    mem_control_reg=0;
    wb_control_reg=0;
    rs1_reg=0;
    rs2_reg=0;
    rs3_reg=0;
    rs4_reg=0;
    wb_add_reg=0;
    base_reg_add_reg=0;
    imm_12bit_upper_reg=0;
    imm_12bit_lower_reg=0;  
  end
  assign  exec_control=exec_control_reg,
          mem_control=mem_control_reg,
          wb_control=wb_control_reg,
          rs1=rs1_reg,
          rs2=rs2_reg,
          rs3=rs3_reg,
          rs4=rs4_reg,
          wb_add=wb_add_reg,
          base_reg_add=base_reg_add_reg,
          imm_12bit_upper=imm_12bit_upper_reg,
          imm_12bit_lower=imm_12bit_lower_reg; 
  always@(posedge clock)
  begin
    if(~freeze)
    begin
    exec_control_reg<=exec_control_in;
    mem_control_reg<=mem_control_in;
    wb_control_reg<=wb_control_in;
    rs1_reg<=rs1_in;
    rs2_reg<=rs2_in;
    rs3_reg<=rs3_in;
    rs4_reg<=rs4_in;
    wb_add_reg<=wb_add_in;
    base_reg_add_reg<=base_reg_add_in;
    imm_12bit_upper_reg<=imm_12bit_upper_in;
    imm_12bit_lower_reg<=imm_12bit_lower_in;
    end
    else
    begin
    exec_control_reg=0;
    mem_control_reg=0;
    wb_control_reg=0;
    rs1_reg=0;
    rs2_reg=0;
    rs3_reg=0;
    rs4_reg=0;
    wb_add_reg=0;
    base_reg_add_reg=0;
    imm_12bit_upper_reg=0;
    imm_12bit_lower_reg=0;
    end
  end
endmodule
```
`./run.sh`:
```
#!/bin/bash
# OpenROAD 26Q1-2900-gdf79404cd8, Yosys 0.63+post, stock flow scripts
make -C /OpenROAD-flow-scripts/flow DESIGN_CONFIG=/design/flow/config.mk WORK_HOME=/design/flow/orfs finish
```
==> run summary <==
Crit path arrival time: 0.93 ns
Post-Layout Cell Count: 1367
final hold violation count: 0
chip area: 56200 sq um
Worst Hold Slack: 0.180 ns
row count: 79
Netlist cell types: 7
fmax: 0.885 GHz
Setup WS pre-CTS: -0.0798 ns
Period minus WS final: 1.13 ns
deepest clock path buffer count: 2
cycle use final: 113%
cell family with most CP delay: flip-flops
CP required: 0.80 ns
Rel. slew slack: 79.4%
Critical path origin: rs3_reg[5]$_SDFF_PP0_
Reg clk slew, reported paths: 0.07 ns
All-Layer GR Usage: 6.29%
grt ovf: 0
Routed WL per cell: 13.5 microns
status: complete, but fails checks
syn_area_per_cell: 14.9 sq um
largest net degree at the start of global routing: 40
Synth area leader: dfxtp_1
OpenROAD warning count: 27
ys cells: 378
CTS tree: done
post-route setup slack: -0.130 ns
global-route wire length before repair: 26700 microns
most common logic cells in the final layout: 179 x clkdlybuf4s50_1, 170 x buf_2, 150 x dfxtp_1, 80 x nor2b_4, 79 x nor2b_1
Power Density: 1710 nW/um^2
Synth top area share: 63.8%
VDD IR-drop max: 0.00130 V
Crit path depth: 1
Post-synth seq share: 63.8%
drt drc: 0
initial DRC count: 42
fin. max-slew vios: 0
Buf/Inv on CP: 1
CP peak stage delay: 0.35 ns
IO Port Bufs: 359
io pins: 360
Least-Margin Pin Slew: 0.309 ns
Crit-path slowest cell: dfxtp_2
violated checks: negative setup slack
# H-tree levels: 4
CTS root buf: clkbuf_16
max_cap viols: 0
final design utilization: 20.8%
initial antenna violation count: 2
CP Class: reg -> out
vias in the first global route: 4103
Die W: 237 microns
hold crit path type: in -> reg
Via density: 2.81
Mapped Area: 5620 sq um
share of layout cells above drive strength 1: 45.9%
Chip Area, Yosys: 5620 sq um
Synth Warn #: 1
Reg area: 3620 sq um
Vias: 3838
die height: 237 microns
Placeable Area: 46600 sq um
Layout area overhead: 72.0%
Ant. Diodes: 0
most frequent logic cell in the layout: clkdlybuf4s50_1
Top cells by area: dfxtp_1 64%, nor2b_4 20%, nor2b_1 8.8%
final-layout fill cell count: 5040
TritonCTS Buffers: 17
DP Wirelength: 14200 microns
CP endpoint: rs3[5]
Placer Congestion: 0.756
Critical Path, Cell by Cell: buf_2
Crit. End Element: output pin
post-route ant nets: 0
startpoint type of the worst setup path: flip-flop
Synth Instances: 378
Synth Register Bits: 179
clk sink count: 179
starting density of the core: 12.1%
hold_sp: freeze
placed insts: 1335
TritonRoute pass-1 iters: 3
Leak: 4.25 nW
total power: 16.5 mW
final setup violation count: 179
final WL: 18400 microns
Comb gate area: 1770 sq um
Critical Path Fanout Max: 1
unrepaired setup endpoints after global routing: true
-- metrics by stage --
step | setup TNS [ns] | cell area [sq um]
2_1_floorplan | 0 | 5620
3_3_place_gp | -0.351 | 9840
3_5_place_dp | -0.285 | 9840
4_1_cts | -26.22 | 9610
5_1_grt | -25.42 | 9670
6_report | -14.49 | 9670
-- cell families after synthesis --
logic type             Yosys count  share of synthesized area [%]
buffers and inverters           20                           4.74
DFF                            179                           63.8
and+or+nand+nor                179                           31.5
-- worst min path at each step --
stage / end / slack (ns) / cells after the start
CTS: rs1_reg[22]$_SDFF_PP0_ / 0.13 / 3
finish: rs1_reg[22]$_SDFF_PP0_ / 0.18 / 3
global route: rs1_reg[17]$_SDFF_PP0_ / 0.16 / 3
-- where the power goes --
part	switching [mW]	internal, mW	leakage, nW
clock network	2.99	4.17	0.286
registers	0.0853	7.52	1.50
logic	0.503	1.27	2.47
-- cells in the mapped netlist --
| library cell | number |
|---|---|
| buf_6 | 5 |
| dfxtp_1 | 179 |
| nor2b_2 | 20 |
| buf_2 | 6 |
| buf_12 | 9 |
| nor2b_1 | 79 |
| nor2b_4 | 80 |
-- metal layers --
| metal | vias to the layer above | global-route usage, % | wire length [microns] |
|---|---|---|---|
| met5 | - | 0 | 25 |
| met4 | 4 | 1.29 | 457 |
| met3 | 30 | 4.82 | 3040 |
| met2 | 246 | 9.60 | 8100 |
| met1 | 1684 | 6.83 | 6810 |
| li1 | 1874 | - | - |
-- final cells by class --
| class | count | area share (%) |
|---|---|---|
| tap | 607 | 7.86 |
| sequential | 179 | 37.4 |
| timing repair buffer | 371 | 30.0 |
| clock inverter | 12 | 1.88 |
| clock buffer | 19 | 4.48 |
| multi-input combinational | 179 | 18.3 |
-- timing repair --
action	in CTS	in global routing
gates resized	598	18
buffers inserted	0	0
hold endpoints to repair	1	0
hold buffers	1	0
endpoints found under the setup margin	179	179
Power and IR drop assume default switching activity.
