==> ./config.mk <==
export PLATFORM = sky130hd
export DESIGN_NAME = shift_register_24bits
export DESIGN_NICKNAME = shift_register_24bits
export VERILOG_FILES = /design/flow/design.v
export SDC_FILE = /design/flow/constraint.sdc
export NUM_CORES = 4
export LEC_CHECK = 1
export CORE_AREA = 10 10 85 85
export DIE_AREA = 0 0 95 95
==> ./constraint.sdc <==
current_design shift_register_24bits

set clk_period 2.5
set clk_io_pct 0.2

create_clock -name clk0 -period $clk_period [get_ports {clock}]

set non_clock_inputs [all_inputs -no_clocks]
set_input_delay [expr $clk_period * $clk_io_pct] -clock clk0 $non_clock_inputs
set_output_delay [expr $clk_period * $clk_io_pct] -clock clk0 [all_outputs]
==> ./design.v <==
module mux_2x1_1bit(in_1,in_2,select_line,out_data);
  input in_1,in_2,select_line;
  output out_data;
  wire in_1,in_2,select_line,out_data,out_1,out_2;
  and and_1(out_1,in_1,~select_line);
  and and_2(out_2,in_2,select_line);
  or final_or(out_data,out_1,out_2);
endmodule
module mux_4x1_1bit(in1,in2,in3,in4,sel,out_data);
	input wire in1,in2,in3,in4;
	input wire [1:0] sel;
	output wire out_data;
	wire [1:0] temp_out_mux;
	mux_2x1_1bit m1(.in_1(in1),.in_2(in2),.select_line(sel[0]),.out_data(temp_out_mux[0]));
	mux_2x1_1bit m2(.in_1(in3),.in_2(in4),.select_line(sel[0]),.out_data(temp_out_mux[1]));
	mux_2x1_1bit m_2nd_layer(.in_1(temp_out_mux[0]),.in_2(temp_out_mux[1]),.select_line(sel[1]),.out_data(out_data));
endmodule
module shift_register_24bits(lsb,msb,control,clock,parallel_load,parallel_read);
	input wire msb,clock;
	input wire [1:0] control;
	input wire [23:0] parallel_load;
	output wire lsb;
	output wire [23:0] parallel_read;
	wire [1:0] temp_lsb_msb;
	shift_register_8bits s2(.lsb(temp_lsb_msb[1]),.msb(msb),.control(control),.clock(clock),.parallel_load(parallel_load[23:15]),.parallel_read(parallel_read[23:15]));
	shift_register_8bits s1(.lsb(temp_lsb_msb[0]),.msb(temp_lsb_msb[1]),.control(control),.clock(clock),.parallel_load(parallel_load[14:8]),.parallel_read(parallel_read[14:8]));
	shift_register_8bits s0(.lsb(lsb),.msb(temp_lsb_msb[0]),.control(control),.clock(clock),.parallel_load(parallel_load[7:0]),.parallel_read(parallel_read[7:0]));
endmodule
module shift_register_8bits(lsb,msb,control,clock,parallel_load,parallel_read);
	input wire msb,clock;
	input wire [1:0] control;
	input wire [7:0] parallel_load;
	output wire lsb;
	output wire [7:0] parallel_read;  
	wire [7:0] temp_input_after_mux,temp_latch_output;
	reg [7:0] latch;
	mux_4x1_1bit m7(.in1(msb),.in2(temp_latch_output[6]),.in3(parallel_load[7]),.in4(),.sel(control),.out_data(temp_input_after_mux[7]));
	mux_4x1_1bit m6(.in1(temp_latch_output[7]),.in2(temp_latch_output[5]),.in3(parallel_load[6]),.in4(),.sel(control),.out_data(temp_input_after_mux[6]));
	mux_4x1_1bit m5(.in1(temp_latch_output[6]),.in2(temp_latch_output[4]),.in3(parallel_load[5]),.in4(),.sel(control),.out_data(temp_input_after_mux[5]));
	mux_4x1_1bit m4(.in1(temp_latch_output[5]),.in2(temp_latch_output[3]),.in3(parallel_load[4]),.in4(),.sel(control),.out_data(temp_input_after_mux[4]));
	mux_4x1_1bit m3(.in1(temp_latch_output[4]),.in2(temp_latch_output[2]),.in3(parallel_load[3]),.in4(),.sel(control),.out_data(temp_input_after_mux[3]));
	mux_4x1_1bit m2(.in1(temp_latch_output[3]),.in2(temp_latch_output[1]),.in3(parallel_load[2]),.in4(),.sel(control),.out_data(temp_input_after_mux[2]));
	mux_4x1_1bit m1(.in1(temp_latch_output[2]),.in2(temp_latch_output[0]),.in3(parallel_load[1]),.in4(),.sel(control),.out_data(temp_input_after_mux[1]));
	mux_4x1_1bit m0(.in1(temp_latch_output[1]),.in2(0),.in3(parallel_load[0]),.in4(),.sel(control),.out_data(temp_input_after_mux[0]));
	assign temp_latch_output[7]=latch[7];
	assign temp_latch_output[6]=latch[6];
	assign temp_latch_output[5]=latch[5];
	assign temp_latch_output[4]=latch[4];
	assign temp_latch_output[3]=latch[3];
	assign temp_latch_output[2]=latch[2];
	assign temp_latch_output[1]=latch[1];
	assign temp_latch_output[0]=latch[0];
	assign lsb=temp_latch_output[0];
	assign parallel_read=temp_latch_output; 
always@(posedge clock)
begin
	latch[7]<=temp_input_after_mux[7];
	latch[6]<=temp_input_after_mux[6];
	latch[5]<=temp_input_after_mux[5];
	latch[4]<=temp_input_after_mux[4];
	latch[3]<=temp_input_after_mux[3];
	latch[2]<=temp_input_after_mux[2];
	latch[1]<=temp_input_after_mux[1];
	latch[0]<=temp_input_after_mux[0];
end
endmodule
==> ./run.sh <==
#!/bin/bash
# OpenROAD 26Q1-2900-gdf79404cd8, Yosys 0.63+post, stock flow scripts
make -C /OpenROAD-flow-scripts/flow DESIGN_CONFIG=/design/flow/config.mk WORK_HOME=/design/flow/orfs finish
==> commit_impl_results.txt <==
Store results of the implementation flow

- The report shows a maximum critical-path fanout of 3.
* Run status: completed
* Cell taking the most area after synthesis: dfxtp_1
- For this run, the detailed router's first-pass iteration total came to 4.
* Data arrival at the endpoint of the critical path: 1.15 ns
* Avg Synthesized Cell Area: 9.94 um^2
- The report lists the cells along the critical path as clkdlybuf4s50_1.
- The mapped netlist covers 1250 um^2.
- Per the power-grid run, VDD falls by no more than 0.433 mV.
- Top area cell types: dfxtp_1 38%, mux2i_1 19%, buf_4 14%
* Vias post-DR: 870
* Total Negative Setup Slacks: 0 ns
- According to the timing report, the data required time at the worst endpoint equals 2.00 ns.
* Number of clock sinks seen by CTS: 24
* Number of antenna-violating nets in the routed design: 0
* CTS H-tree depth: 1
- Time the final worst path needs with I/O delays and setup: 1.65 ns
* Global-route wire length before repair: 4630 um
- Total detailed-routing wirelength: 2890 um
* Grt total ovfl: 0
- The slowest stage of the critical path belongs to the cell clkdlybuf4s50_1.
- Number of register bits inferred by synthesis: 24
- Fraction of the core area occupied by cells at floorplan: 0.229
- The number of buffers and inverters on the critical path is 1.
* Post-CTS resize count: 0
- Diodes inserted: 0
- Checking hold timing, the worst path is listed with class register to register.
* Fin Clk Skew: 0.00493 ns
- WHS Endpoint: s0.latch[1]
- Fin crit share: 0.659
- The report puts the cell count of the worst reg-to-reg path at 2.
* Die Span X: 95 um
* Cell count after synthesis: 126
* MaxCap Viol Count: 0
- WS Path Type: register to output pin
- The area recorded from the Yosys report for this design is 1250 um^2.
* Vias in the first global route: 918
- Number of remaining DRC errors: 0
- Final design utilization: 0.307
- After the first detailed-routing iteration, the DRC count stood at 30.
* Total GRT Usage: 0.0635
- Max Fclk: 607 MHz
* Leakage Power: 0.646 nW
- The script logs the ratio of routed vias to standard cells as 3.95.
- Power density over the cells: 573 nW/um^2
- Yosys stat counts 126 cells in the synthesized netlist.
* Kind of start point of the critical path: register
- CP delay by family, top: buffers and inverters
- The worst register-to-register path ends at s0.latch[3].
* Synth Seq Share: 0.384
- The worst hold path begins at s0.latch[0].
- The area fraction of the largest cell type after synthesis is 0.384.
- Of the cells placed in the final design, the portion with a size suffix greater than 1 is 0.0541.
- After clock tree synthesis, the flow added hold-fix buffers numbering 0.
* Finish-stage setup viols: 0
- Number of warnings reported in the yosys synthesis log: 30
- Die span in y: 95 um
* Detailed-route wire length per cell: 13.2 um
- Clock transition at the register clock pins on the worst setup and hold paths after CTS: 0.09 ns
* Clock Root Buffer: clkbuf_8
- Between the synthesized netlist and the finished layout, the area growth was recorded as 34.0%.
* Chip area: 9030 um^2
* Final weighted congestion of routability-driven global placement: 0.724
- In this run the count of I/O pins placed on the die edge is 53.
* Launch point of the worst reg-to-reg path: s0.latch[4]
- Worst hold stages: 1
- Clock tree from TritonCTS: yes
- The total area inside the core boundary comes to 5470 um^2.
- Final count of hold timing violations: 0
* Count of warning messages emitted by the tools: 26
- Setup repair after global routing left no endpoint under its margin.
* R2R setup slack: 1.82 ns
- Clock insertion delay at the later pin of the skew report: 0.27 ns
- Number of library cell types mapped by synthesis: 16
- Buffers added to address setup during post-CTS repair amount to 0.
* IO buf count: 50
* Longest Clk Path Bufs: 2
- Buffers inserted during clock tree synthesis total 3.
- Slowest stage delay, CP: 0.50 ns
- Number of antenna violations at the first check in global routing: 0
* Pin count of the biggest net entering global routing: 44
- The final timing report lists a max-slew violation count of 0.
* Row cnt: 27
* Total half-perimeter wirelength after legalization and detailed placement: 2170 um
- Sort of element at the end of the critical path: output pin
registers in the layout, summed over array words and instances (netlist names):
| register | cells |
|---|---|
| s1.latch | 8 |
| s0.latch | 8 |
| s2.latch | 8 |
power by group:
part	leakage, nW	switching [W]	internal (W)	total [W]
logic	0.411	0.0000511	0.000126	0.000177
clock network	0.0357	0.000129	0.000214	0.000343
registers	0.199	0.0000253	0.000416	0.000441
per-layer routing:
metal  up-vias  track usage  wire (um)
met3         2       0.0288        309
met1       381       0.0856       1390
li1        453            -          -
met2        34       0.0961       1180
met4         0      0.00374         17
met5         -            0          0
layout by cell type (no fill, tap or decap), drive strengths merged, types with 2 or more instances in the layout:
cell type	count
clkdlybuf4s50	49
clkbuf	3
dfxtp	24
mux2i	24
o21ai	18
o2bb2ai	2
nor2	4
nand3b	18
buf	3
per-stage QoR:
step / setup WS [ns] / cells / instance area (um^2) / power [W] / hold slack, ns
after floorplan: 1.37 / 126 / 1250 / 0.000557 / 0.434
after detailed placement: 0.749 / 216 / 1610 / 0.000633 / 0.481
final: 0.852 / 220 / 1680 / 0.000961 / 0.482
after CTS: 0.820 / 220 / 1680 / 0.000988 / 0.494
after global routing: 0.792 / 220 / 1680 / 0.00102 / 0.499
after global placement: 0.759 / 216 / 1610 / 0.000633 / 0.480
cell families (layout without fill, tap and decap cells):
kind of cell / Yosys count / after routing / synth area share
multiplexers: 24 / 24 / 0.192
AND-OR/OR-AND: 20 / 20 / 0.0889
other: 1 / 1 / 0.00299
buffers and inverters: 34 / 56 / 0.207
AND/OR/NAND/NOR: 23 / 23 / 0.126
flip-flops: 24 / 24 / 0.384
worst max-delay path by stage:
stage / startpoint / endpoint / depth (start not counted)
6_report: s0.latch[1] / parallel_read[1] / 1
4_1_cts: s2.latch[3] / parallel_read[18] / 1
5_1_grt: s0.latch[2] / parallel_read[2] / 1
final cells by class:
type / instances / area, um^2
flip-flops and latches: 24 / 480
well taps: 72 / 90.1
clock buffers: 3 / 41.3
multi-input cells: 68 / 513
repair buffers: 52 / 523
clock inverters: 1 / 30.0
fillers: 579 / 3790
synthesized netlist by cell type, drive strengths merged:
cell	n
o2bb2ai	2
dfxtp	24
mux2i	24
conb	1
and2b	1
nor2	4
o21ai	18
clkbuf	2
buf	32
nand3b	18
No activity file was given, so power comes from the tool's default toggle rates.
